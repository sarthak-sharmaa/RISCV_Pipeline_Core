**flow/config.mk**
```make
export PLATFORM = sky130hd
export DESIGN_NAME = Register_File
export DESIGN_NICKNAME = Register_File
export VERILOG_FILES = /design/flow/design.v
export SDC_FILE = /design/flow/constraint.sdc
export NUM_CORES = 4
export LEC_CHECK = 1
export CORE_UTILIZATION = 40
```
**flow/constraint.sdc**
```tcl
current_design Register_File

set clk_period 5.4
set clk_io_pct 0.2

create_clock -name clk0 -period $clk_period [get_ports {clk}]

set non_clock_inputs [all_inputs -no_clocks]
set_input_delay [expr $clk_period * $clk_io_pct] -clock clk0 $non_clock_inputs
set_output_delay [expr $clk_period * $clk_io_pct] -clock clk0 [all_outputs]
```
**flow/design.v**
```verilog
module Register_File(clk,rst,WE3,WD3,A1,A2,A3,RD1,RD2);
    input clk,rst,WE3;
    input [4:0]A1,A2,A3;
    input [31:0]WD3;
    output [31:0]RD1,RD2;
    reg [31:0] Register [31:0];
    always @ (posedge clk)
    begin
        if(WE3 & (A3 != 5'h00))
            Register[A3] <= WD3;
    end
    assign RD1 = (rst==1'b0) ? 32'd0 : Register[A1];
    assign RD2 = (rst==1'b0) ? 32'd0 : Register[A2];
    initial begin
        Register[0] = 32'h00000000;
    end
endmodule
```
**flow/run.sh**
```bash
#!/bin/bash
# OpenROAD 26Q1-2900-gdf79404cd8, Yosys 0.63+post, stock flow scripts
make -C /OpenROAD-flow-scripts/flow DESIGN_CONFIG=/design/flow/config.mk WORK_HOME=/design/flow/orfs finish
```
==> results.yml <==
# generated from flow reports
yosys:
  synthCells: 2323
  netlist_area_um2: 47200
  ys_cells: 2323
  avgSynthCellArea_um2: 20.3
  yosys_warnings: 1
  ys.flops: 1024
  ys_seq_share: 0.651
  synth_cell_types: 30
  yosysChipArea_um2: 47200
place:
  hpwlAfterDp_um: 92000
  place_congestion: 0.907
  place_area_um2: 51500
  place_ws_ps: 389
  io_buffers: 113
finish:
  final-seq-area_um2: 30700
  regMostFlops: "Register"
  layout_top_cell: "edfxtp_1"
  syn2layout_area_growth_pct: 16.2
  fillers: 9401
  reg.largest.list: "Register x1024"
  fin_area_um2: 54900
  layout_top_cells: "1024 x edfxtp_1, 448 x mux4_2, 151 x buf_4"
  drive_above_1_share: 0.371
  comb_area_um2: 15900
  largest_register_ffs: 1024
sta:
  holdWs_ps: 1210
  worst_pin_slew_ps: 1020
  fin_ws_ps: 250
  drv_slew: 0
  setup_tns_ps: 0
  fin_crit_sh: 0.954
  max_clock_freq_ghz: 0.194
  grt_setup_unrepaired: "false"
  min_period_ps: 5150
  hold_viol_final: 0
  slew_headroom: 0.317
  setup_viol_count_final: 0
grt:
  grt_max_degree: 56
  grt_overflow: 0
  grt_use_total: 0.283
  antenna_found_initial: 4
  grt_use_met1: 0.316
  gr-usage-met3: 0.240
  grt_pass1_vias: 30626
  use_met2: 0.403
  grt_pass1_wl_um: 217000
  busiest_layer: "met2"
pwr:
  ir_drop_mv: 0.248
  netSwitchingFraction: 0.229
  power.density_nw_per_um2: 323
  leakage_nw: 17.2
  p_sw_mw: 4.05
  p_comb_frac: 0.092
  power_mw: 17.7
  clkPwrFrac: 0.405
  p_seq_frac: 0.504
  internal_power_mw: 13.6
floorplan:
  fp_util: 0.405
  die_w_um: 346
  io_pins: 114
  rows: 125
  die_area_um2: 119000
  core_area_um2: 117000
  die_h_um: 346
cts:
  clkTransAtPathRegs_ps: 60
  cts_tree: "built"
  cts_resized: 0
  cts.sinks: 1024
  htree_levels: 3
  cts_setup_buffers: 0
  root_buffer: "clkbuf_16"
  holdBufCountCts: 0
  cts-buffers-inserted: 106
  cts_buffer_depth: 3
worst_hold_path:
  min_to: "Register[28][26]$_DFFE_PP_"
  hp-start: "WD3[26]"
  min_path_cells: 2
  worstHoldPathType: "in2reg"
worst_setup_path:
  cp-start-kind: "input port"
  critPathMaxFanout: 30
  worstSetupPathType: "in2out"
  critPathArrivalTime_ps: 4070
  worstSetupEndpointType: "output pin"
  crit_required_ps: 4320
route:
  ant_nets: 0
  drtIter0Drc: 1588
  wl_per_cell_um: 36.5
  dr.pass1.iters: 5
  vias: 27049
  vias_per_cell: 6.48
  routed_wl_um: 152000
  drc: 0
run:
  drv_cap: 0
  openroad.warnings: 26
outcome:
  status: "complete, no violations"
==> worst max-delay path, cell delays in order <==
cell             delay [ps]
buf_6                   440
clkinv_2                410
buf_4                   350
nor2_1                  180
buf_4                   260
a22oi_1                 110
a31oi_1                 570
clkdlybuf4s50_1         600
==> routing by layer <==
metal / vias up / routed length (um)
met5: - / 697
met4: 20 / 6550
met3: 395 / 29500
met2: 2342 / 69900
met1: 13584 / 45700
li1: 10708 / -
==> worst max-delay path by stage <==
stage     startpoint       to  slack (ps)  cells after the start
6_report       A1[0]  RD1[15]         250                      8
5_1_grt        A1[0]  RD1[15]          70                      8
4_1_cts        A1[0]  RD1[15]         340                      8
==> cell type report <==
class | instances | area share
inverters | 2 | 0.000205
clock inverters | 77 | 0.0118
well taps | 1524 | 0.0348
multi-input cells | 1128 | 0.289
repair buffers | 298 | 0.0541
flip-flops and latches | 1024 | 0.560
diodes | 1 | 0.0000456
clock buffers | 120 | 0.0497
==> kinds of logic (layout without fill, tap and decap cells) <==
family                 Yosys count  count (layout)  synth area share
buffers and inverters          202             497            0.0217
flip-flops                    1024            1024             0.651
AND-OR/OR-AND                  308             308            0.0479
other                            1              33         0.0000794
multiplexers                   704             704             0.271
AND/OR/NAND/NOR                 84              84           0.00803
==> cells in the mapped netlist, drive strengths merged <==
library cell,n,area share
nand3,2,0.00021
or2,2,0.00026
conb,1,0.000079
o21ai,52,0.0055
clkbuf,98,0.0078
a22oi,64,0.010
mux4,448,0.21
a31oi,64,0.0085
a221oi,52,0.0096
or3b,3,0.00056
mux2,128,0.031
nand3b,5,0.00079
mux2i,128,0.027
nand2,25,0.0020
nand2b,2,0.00026
buf,102,0.014
nor2,38,0.0030
edfxtp,1024,0.65
nor2b,4,0.00053
inv,2,0.00016
o221ai,64,0.012
o2111ai,12,0.0022
or3,1,0.00013
and2,2,0.00026
==> through the flow <==
| step | instances | util |
|---|---|---|
| after floorplan | 2354 | - |
| after global placement | 3976 | 0.441 |
| after detailed placement | 3976 | 0.441 |
| after CTS | 4173 | 0.470 |
| after global routing | 4174 | 0.470 |
| final | 4174 | 0.470 |
==> power by group through the flow <==
stage	clock network, mW	logic, mW	registers [mW]
4_1_cts	7.26	1.62	8.91
5_1_grt	7.55	1.72	8.92
6_report	7.16	1.63	8.91
Power figures rest on the tool's default switching activity, not on a simulated workload.
